**flow/design.v**
```verilog
module	pwm(
	input wire			clk_i,												
	input wire			rst_ni,												
	input wire			write,										
	input wire  [7:0]   addr_i,											
	input wire  [31:0]  wdata_i,											
	output wire [31:0]  rdata_o,																								
  	output wire         o_pwm,
	output wire         o_pwm_2,
	output  reg     	oe_pwm1,
	output  reg     	oe_pwm2
);
parameter  adr_ctrl_1	=	0,
		   adr_divisor_1=	4,
		   adr_period_1	=	8,
		   adr_DC_1		=	12;
parameter  adr_ctrl_2	=	16,
		   adr_divisor_2=	20,
		   adr_period_2	=	24,
		   adr_DC_2		=	28;
	reg [2:0] ctrl;
	reg [2:0] ctrl_2;
	reg [15:0] period;
	reg [15:0] period_2;
	reg [15:0] DC_1;
	reg [15:0] DC_2;
	reg [15:0] divisor;
	reg [15:0] divisor_2;
	always @(posedge clk_i) begin
		if (!rst_ni) begin
			ctrl <= 3'b000;
			ctrl_2 <= 3'b000;
			period <= 16'b0000000000000000;
			period_2 <= 16'b0000000000000000;
			divisor <= 16'b0000000000000000;
			divisor_2 <= 16'b0000000000000000;
			DC_1 <= 16'b0000000000000000;
			DC_2 <= 16'b0000000000000000;
		end
		else if (write) begin
			case (addr_i)
				adr_ctrl_1: ctrl <= wdata_i[2:0];
				adr_ctrl_2: ctrl_2 <= wdata_i[2:0];
				adr_divisor_1: divisor <= wdata_i[15:0];
				adr_divisor_2: divisor_2 <= wdata_i[15:0];
				adr_period_1: period <= wdata_i[15:0];
				adr_period_2: period_2 <= wdata_i[15:0];
				adr_DC_1: DC_1 <= wdata_i[15:0];
				adr_DC_2: DC_2 <= wdata_i[15:0];				
			endcase
		end
	end
	wire pwm_1;
	assign pwm_1 = ctrl[1];
	assign pwm_2 = ctrl_2[1];
	reg clock_p1;
	reg clock_p2;
	reg [15:0] counter_p1;
	reg [15:0] counter_p2;
	reg [15:0] period_counter1;
	reg [15:0] period_counter2;
	reg pts;
	reg pts_2;
	always @(posedge clk_i or negedge rst_ni)
		if (~rst_ni) begin
			clock_p1 <= 1'b0;
			clock_p2 <= 1'b0;
			counter_p1 <= 16'b0000000000000000;
			counter_p2 <= 16'b0000000000000000;
		end
		else begin
			if (pwm_1) begin
				counter_p1 <= counter_p1 + 16'b0000000000000001;
				if (counter_p1 == (divisor - 1)) begin
					counter_p1 <= 16'b0000000000000000;
					clock_p1 <= ~clock_p1;
				end
			end
			if (pwm_2) begin
				counter_p2 <= counter_p2 + 16'b0000000000000001;
				if (counter_p2 == (divisor_2 - 1)) begin
					counter_p2 <= 16'b0000000000000000;
					clock_p2 <= ~clock_p2;
				end
			end
		end
	always @(posedge clock_p1 or negedge rst_ni)
		if (!rst_ni) begin
			pts <= 1'b0;
			oe_pwm1 <= 1'b0;
			period_counter1 <= 16'b0000000000000000;
		end
		else if (ctrl[0]) begin
			if (pwm_1) begin
				oe_pwm1 <= 1'b1;
				if (period_counter1 >= period)
					period_counter1 <= 16'b0000000000000000;
				else
					period_counter1 <= period_counter1 + 16'b0000000000000001;
				if (period_counter1 < DC_1)
					pts <= 1'b1;
				else
					pts <= 1'b0;
			end
		end
	always @(posedge clock_p2 or negedge rst_ni)
		if (!rst_ni) begin
			pts_2 <= 1'b0;
			oe_pwm2 <= 1'b0;
			period_counter2 <= 16'b0000000000000000;
		end
		else if (ctrl_2[0]) begin
			if (pwm_2) begin
				oe_pwm2 <= 1'b1;
				if (period_counter2 >= period_2)
					period_counter2 <= 16'b0000000000000000;
				else
					period_counter2 <= period_counter2 + 16'b0000000000000001;
				if (period_counter2 < DC_2)
					pts_2 <= 1'b1;
				else
					pts_2 <= 1'b0;
			end
		end 
	assign o_pwm = (ctrl[2] ? pts : 1'b0);
	assign o_pwm_2 = (ctrl_2[2] ? pts_2 : 1'b0);
	assign rdata_o = (addr_i == adr_ctrl_1 ? {13'h0, ctrl} : (addr_i == adr_divisor_1 ? divisor : (addr_i == adr_period_1 ? period : (addr_i == adr_DC_1 ? DC_1 : (addr_i == adr_DC_2 ? DC_2 : (addr_i == adr_period_2 ? period_2 : (addr_i == adr_divisor_2 ? divisor_2 : (addr_i == adr_ctrl_2 ? {13'h0, ctrl_2} : 32'b00000000000000000000000000000000))))))));
endmodule                                 
```
**flow/constraint.sdc**
```tcl
current_design pwm

set clk_period 7.8
set clk_io_pct 0.2

create_clock -name clk0 -period $clk_period [get_ports {clk_i}]

set non_clock_inputs [all_inputs -no_clocks]
set_input_delay [expr $clk_period * $clk_io_pct] -clock clk0 $non_clock_inputs
set_output_delay [expr $clk_period * $clk_io_pct] -clock clk0 [all_outputs]
```
**flow/config.mk**
```make
export PLATFORM = sky130hd
export DESIGN_NAME = pwm
export DESIGN_NICKNAME = pwm
export VERILOG_FILES = /design/flow/design.v
export SDC_FILE = /design/flow/constraint.sdc
export NUM_CORES = 4
export LEC_CHECK = 1
export CORE_UTILIZATION = 50
```
**flow/run.sh**
```bash
#!/bin/bash
# OpenROAD 26Q1-2900-gdf79404cd8, Yosys 0.63+post, stock flow scripts
make -C /OpenROAD-flow-scripts/flow DESIGN_CONFIG=/design/flow/config.mk WORK_HOME=/design/flow/orfs finish
```
==> flow_metrics.env <==
# implementation run metrics
export IMPL_setup_tns_ps=0
export IMPL_grtUsageMet2=0.390
export IMPL_flop_cell="dfxtp_1"
export IMPL_h_tree_depth=4
export IMPL_vias=8500
export IMPL_synthAoiAreaFrac=0.170
export IMPL_untimed_endpoints=38
export IMPL_async_reset_ff_frac=0.407
export IMPL_grt_pass1_vias=8009
export IMPL_p_per_area_nw_per_um2=133
export IMPL_gr_total_overflow=0
export IMPL_clockBufferDepth=2
export IMPL_grt_busiest_layer="met1"
export IMPL_syn_area_sq_um=10600
export IMPL_crit_slowest_cell="nor2_1"
export IMPL_power_mw=1.55
export IMPL_clkSlewWorstSetupHoldPaths_ps=60
export IMPL_peakVddDrop_v=0.000125
export IMPL_drtIter0Drc=591
export IMPL_mux_area_frac=0.0180
export IMPL_status="completed"
export IMPL_cts_tree="built"
export IMPL_ios=79
export IMPL_reg2regPathDepth=10
export IMPL_crit_required_ps=6240
export IMPL_timing_hold_ws_ps=489
export IMPL_slew_viol_final=0
export IMPL_crit_family="simple AND/OR/NAND/NOR gates"
export IMPL_grt_max_degree=70
export IMPL_syn_inst=1285
export IMPL_antenna_found_initial=0
export IMPL_chip_area_sq_um=21700
export IMPL_ys_ff=172
export IMPL_critPathCaptureType="output port"
export IMPL_cp_arrival_ps=4670
export IMPL_yosys_stat_area_sq_um=10600
export IMPL_synth_top_area_share=0.193
export IMPL_p_leak_nw=4.57
export IMPL_edf_count=0
export IMPL_setup_viol=0
export IMPL_finalClockPeriodUsage=0.798
export IMPL_met3_usage=0.0365
export IMPL_fp_util=0.516
export IMPL_crit_chain="clkdlybuf4s50_1, or4_1, or3_1, nor2_1, a22oi_1, nand3_1, clkdlybuf4s50_1"
export IMPL_post_cts_setup_buffers=0
export IMPL_wl_per_cell_microns=16.9
export IMPL_vias_per_cell=5.42
export IMPL_top_logic_kind="simple AND/OR/NAND/NOR gates"
export IMPL_r2r_slack_ps=4670
export IMPL_ys_sh_xor=0.0712
export IMPL_grtUsageMet1=0.428
export IMPL_cts_made_buffers=17
export IMPL_routabilityCongestion=0.947
export IMPL_hp_class="flip-flop to flip-flop"
export IMPL_yosysSeqAreaShare=0.359
export IMPL_hold_violations=0
export IMPL_grtUsageTotal=0.265
export IMPL_insertion_delay_ps=420
export IMPL_worst_pin_slew_ps=844
export IMPL_portBuffers=46
export IMPL_drc=0
export IMPL_fp_dieH_microns=147
export IMPL_rsz0062_at_grt="false"
export IMPL_setup_worst_path_class="input port to output port"
export IMPL_first_pass_iters=5
export IMPL_hpwl_microns=19900
export IMPL_top_area_cell="dfxtp_1"
export IMPL_drv_cap=0
export IMPL_antenna_left=0
export IMPL_unclocked_regs=36
export IMPL_reg2reg_to="clock_p2"
export IMPL_max_slew_margin=0.437
export IMPL_r2r_start="divisor_2[0]"
export IMPL_layout_min_cycle_time_ps=6230
export IMPL_critPathBufInv=2
export IMPL_hold_depth=2
export IMPL_critPathMaxStageDelay_ps=680
export IMPL_ctsRootBufferMaster="clkbuf_16"
export IMPL_post_cts_resized=0
export IMPL_clock_fmax_mhz=161
export IMPL_ys_top_cells_by_area="dfxtp_1, dfrtp_1, nand2_1"
export IMPL_drive_gt1_frac=0.0416
export IMPL_start_kind="input port"
export IMPL_finClkSkew_ps=10.3
export IMPL_rows=52
export IMPL_min_from="DC_1[2]"
export IMPL_synth_cell_types=77
export IMPL_hold_end="DC_1[2]"
export IMPL_drt_wl_total_microns=26500
export IMPL_crit_top_cell="clkdlybuf4s50_1"
export IMPL_warning_count=41
export IMPL_ys_cells=1285
export IMPL_ys_sh_adder=0.0804
export IMPL_grt_pass1_wl_microns=43700
export IMPL_num_antenna_cells=0
export IMPL_core_sq_um=20500
export IMPL_simple_gate_share=0.235
export IMPL_worstPathMaxFanout=15
export IMPL_syn_area_per_cell_sq_um=8.23
export IMPL_syn_to_final_growth_pct=9.97
export IMPL_fp_dieW_microns=147
export IMPL_yosys_warnings=2
export IMPL_cts_hold_buffers=0
==> cell usage after synthesis (25+ instances only) <==
master and instances:
xnor2_1 44, nand2_1 252, o21ai_0 26, dfrtp_1 70
inv_1 78, ha_1 68, xor2_1 42, clkbuf_1 54
dfxtp_1 102, nor2_1 101, nand3_1 45, a22oi_1 39
a21boi_0 90, a21oi_1 25
==> worst register-to-register path: stages, from the launching register on <==
cell       delay (ps)
dfxtp_1           400
inv_1             100
ha_1              320
nor2b_1           390
and3_2            310
nand4_1           120
a221oi_2          280
o2111ai_1         170
and4bb_1          330
and2_1            460
xor2_1            120
==> cells by family after synthesis <==
group,after synthesis
other,1
XOR/XNOR,86
AND/OR/NAND/NOR,532
AND-OR/OR-AND,250
buffers and inverters,161
adder cells (fa/ha/maj),68
multiplexers,15
flip-flops,172
==> how the worst max path moves through the flow <==
stage                 startpoint           to  slack, ps  cells past startpoint
after global routing   addr_i[1]   rdata_o[8]       1450                      7
final                  addr_i[1]  rdata_o[10]       1570                      7
after CTS              addr_i[1]   rdata_o[1]       1610                      8
==> per-stage QoR <==
stage | util | worst slack [ps] | cell area [sq um] | std cells
global route | 0.568 | 1450 | 11600 | 1569
CTS | 0.568 | 1610 | 11600 | 1569
floorplan | - | 2940 | 10600 | 1300
global placement | 0.539 | 1650 | 11100 | 1537
finish | 0.568 | 1570 | 11600 | 1569
detailed placement | 0.539 | 1620 | 11100 | 1537
==> layout make-up <==
type,instances,area (sq um)
Clock inverter,13,145
Multi-Input combinational cell,967,6140
Inverter,78,293
Clock buffer,19,433
Tap cell,270,338
Fill cell,1839,8860
Sequential cell,172,3790
Timing Repair Buffer,50,488
==> per-layer routing <==
metal / share of wire / up-vias
li1: - / 4360
met1: 0.50 / 3903
met2: 0.43 / 205
met3: 0.043 / 32
met4: 0.028 / 0
met5: 0 / -
==> cell usage in the layout (no fill, tap or decap), drive strengths merged, types with 14 or more instances in the layout <==
cell type,synthesis,final
o21ai,27,27
nand2,252,252
a22oi,39,39
clkdlybuf4s50,0,45
inv,78,82
a21boi,96,96
ha,68,68
xor2,42,42
clkbuf,56,19
and2,14,14
nand3,45,45
nand4,21,21
conb,1,16
nor2b,14,14
dfxtp,102,102
a21o,24,24
xnor2,44,44
a21oi,25,25
nor3,16,16
dfrtp,70,70
nor2,103,103
==> report_power, final <==
group / switching (mW) / internal, mW
combinational: 0.0379 / 0.0241
clock: 0.316 / 0.474
sequential: 0.00178 / 0.698
==> state kept, by name, summed over array words and instances (netlist names), 16 cells and up <==
| register | count |
|---|---|
| DC_1 | 16 |
| DC_2 | 16 |
| counter_p1 | 16 |
| counter_p2 | 16 |
| divisor | 16 |
| divisor_2 | 16 |
| period | 16 |
| period_2 | 16 |
| period_counter1 | 16 |
| period_counter2 | 16 |
